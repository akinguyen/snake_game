File: ./constraint.sdc
current_design vgaBitChange

set clk_period 8.0
set clk_io_pct 0.2

create_clock -name clk0 -period $clk_period [get_ports {clk}]

set non_clock_inputs [all_inputs -no_clocks]
set_input_delay [expr $clk_period * $clk_io_pct] -clock clk0 $non_clock_inputs
set_output_delay [expr $clk_period * $clk_io_pct] -clock clk0 [all_outputs]
File: ./design.v
`timescale 1ns / 1ps
module vgaBitChange(
	input clk,
	input bright,
	input button,
	input[9:0] hCount, vCount,
	output reg[7:0] rgb,
	output reg[15:0] score
   );
	parameter BLACK = 8'b000_000_00;
	parameter WHITE = 8'b111_111_11;
	parameter RED = 8'b111_000_00;
	parameter GREEN = 8'b000_111_00;
	wire whiteZone;
	wire greenMiddleSquare;
	reg reset;
	reg[9:0] greenMiddleSquareY;
	reg[49:0] greenMiddleSquareSpeed; 
	initial begin
		greenMiddleSquareY = 10'd320;
		score = 15'd0;
		reset = 1'b0;
	end
	always@ (*)  
    	if (~bright)
		rgb = BLACK;  
	 else if (greenMiddleSquare == 1)
		rgb = GREEN;
	 else if (whiteZone == 1)
		rgb = WHITE;  
	 else
		rgb = RED;  
	always@ (posedge clk)
		begin
		greenMiddleSquareSpeed = greenMiddleSquareSpeed + 50'd1;
		if (greenMiddleSquareSpeed >= 50'd500000)  
			begin
			greenMiddleSquareY = greenMiddleSquareY + 10'd1;
			greenMiddleSquareSpeed = 50'd0;
			if (greenMiddleSquareY == 10'd779)
				begin
				greenMiddleSquareY = 10'd0;
				end
			end
		end
	always@ (posedge clk)
		if ((reset == 1'b0) && (button == 1'b1) && (hCount >= 10'd144) && (hCount <= 10'd784) && (greenMiddleSquareY >= 10'd400) && (greenMiddleSquareY <= 10'd475))
			begin
			score = score + 16'd1;
			reset = 1'b1;
			end
		else if (greenMiddleSquareY <= 10'd20)
			begin
			reset = 1'b0;
			end
	assign whiteZone = ((hCount >= 10'd144) && (hCount <= 10'd784)) && ((vCount >= 10'd400) && (vCount <= 10'd475)) ? 1 : 0;
	assign greenMiddleSquare = ((hCount >= 10'd340) && (hCount < 10'd380)) &&
				   ((vCount >= greenMiddleSquareY) && (vCount <= greenMiddleSquareY + 10'd40)) ? 1 : 0;
endmodule
File: ./config.mk
export PLATFORM = sky130hd
export DESIGN_NAME = vgaBitChange
export DESIGN_NICKNAME = vgaBitChange
export VERILOG_FILES = /design/flow/design.v
export SDC_FILE = /design/flow/constraint.sdc
export NUM_CORES = 4
export LEC_CHECK = 1
export CORE_UTILIZATION = 40
File: ./run.sh
#!/bin/bash
# OpenROAD 26Q1-2900-gdf79404cd8, Yosys 0.63+post, stock flow scripts
make -C /OpenROAD-flow-scripts/flow DESIGN_CONFIG=/design/flow/config.mk WORK_HOME=/design/flow/orfs finish
==> flow_summary_export.csv <==
group,metric,value,unit
run_status,outcome,"completed",
final_timing,max_freq,177,MHz
clock_tree,cts_made_buffers,9,
final_timing,hold_violations,0,
setup_path,path_buffers,2,
clock_tree,clock_sinks,77,
clock_tree,clockBufferDepth,2,
setup_path,r2r_setup_slack,4.28,ns
routing,routedWlPerCell,13.3,microns
final_timing,layout_min_cycle_time,5.64,ns
logic_synthesis,synth_top_area_share,0.222,
die,core_area,11000,sq um
clock_tree,cts_resized,0,
logic_synthesis,ff_type,"dfxtp_1",
clock_tree,h-tree-depth,3,
global_route,grt_max_degree,21,
routing,insertedDiodeCount,0,
clock_tree,post_cts_buffers,0,
setup_path,worstPathRequired,6.40,ns
routing,route.vias.total,3783,
logic_synthesis,netlist_area,4600,sq um
clock_tree,cts_root_buffer,"clkbuf_16",
logic_synthesis,ys_types,65,
logic_synthesis,synth.largest_area_cell,"dfxtp_1",
die,core.rowCount,38,
logic_synthesis,synthCells,495,
routing,viasPerCell,5.28,
setup_path,end_kind,"output pin",
setup_path,cp.arrival,4.04,ns
die,die-area,11900,sq um
setup_path,worst_path_dominant_cell_family,"AND-OR/OR-AND gates",
final_timing,slew_viol_final,0,
placed_design,dpl_cell_area,5290,sq um
setup_path,cp-endpoint,"rgb[3]",
setup_path,critical_path.startpoint_type,"input pin",
die,fp.dieW,109,microns
logic_synthesis,area_leaders,"dfxtp_1 (22%), edfxtp_1 (17%), xnor2_1 (6.7%)",
setup_path,worst-path-stages,11,
global_route,grt_usage,0.174,
final_timing,relSlewSlack,0.528,
power_and_ir_drop,finalPower,886,uW
global_route,grt_remaining_overflow,0,
final_timing,clock_skew,0.00850,ns
job,drv_cap,0,
power_and_ir_drop,powerDensity,158,nW/um^2
setup_path,crit_type,"in2out",
finish,stdcell_area,5600,sq um
clock_tree,cts.hold.buffers_added,0,
logic_synthesis,yosys_warnings,1,
logic_synthesis,yosysMostFrequentCell,"dfxtp_1",
placed_design,io_buffers,46,
power_and_ir_drop,p_leak,0.00198,uW
logic_synthesis,edf_count,26,
routing,drtPass1Iterations,4,
setup_path,critPathMaxFanout,3,
finish,area_growth,21.9,%
setup_path,rr_worst_depth,8,
clock_tree,worstSkewPairLatency,0.33,ns
setup_path,critPathMaxStageDelay,0.47,ns
die,initial_core_util,0.417,
global_route,grt_pass1_vias,3466,
finish,post-route-util,0.508,
die,die_h,109,microns
final_timing,setup_tns,0,ns
power_and_ir_drop,peakVddDrop,0.0812,mV
global_route,grt_pass1_wl,16300,microns
global_route,antenna_found_initial,0,
clock_tree,cts.clk_slew.worst_paths,0.06,ns
final_timing,worst_pin_slew,0.702,ns
routing,post-route-drc-count,0,
final_timing,setup_violations,0,
setup_path,cp_slowest_cell,"clkdlybuf4s50_1",
setup_path,rr_endpoint,"greenMiddleSquareY[6]",
logic_synthesis,ys_area,4600,sq um
final_timing,timing.final.crit_share,0.705,
logic_synthesis,ys_ff,77,
finish,drive_gt1_frac,0.0851,
logic_synthesis,ys_top_cells_by_count,"dfxtp_1 (51), nor2_1 (42), nand3_1 (38), nand2_1 (35), xnor2_1 (35)",
setup_path,r2r-start,"greenMiddleSquareSpeed[8]",
routing,ant_nets,0,
placed_design,routabilityCongestion,0.884,
setup_path,cp-startpoint,"vCount[7]",
die,pin_count,47,
final_timing,rsz0062_at_grt,"false",
job,warnings,28,
logic_synthesis,yosysCellCount,495,
logic_synthesis,yosysSeqAreaShare,0.392,
logic_synthesis,syn_area_per_cell,9.29,sq um
logic_synthesis,async_flop_share,0,
clock_tree,tritoncts,"built",
routing,routed_wl,9510,microns
routing,first_iter_violations,223,
setup_path,path_cells,"clkdlybuf4s50_1 > ha_1 > a21oi_1 > nor2b_1 > o21ai_0 > nand3b_1 > o21ai_0 > o2111ai_1 > a21oi_1 > a21o_1 > clkdlybuf4s50_1",
min_path,hold_path_class,"reg2reg",
placed_design,hpwl,6960,microns
-- layout make-up --
class                   count  area [sq um]
fillers                   985          5430
multi-input cells         415          2750
flip-flops and latches     77          1800
repair buffers             50           490
clock buffers               9           225
well taps                 140           175
clock inverters             7          91.3
inverters                  18          67.6
-- stage by stage --
step / instances / worst slack, ns / hold WS, ns
after detailed placement: 700 / 2.35 / 0.465
final: 716 / 2.36 / 0.484
after global routing: 716 / 2.09 / 0.514
after floorplan: 525 / 3.42 / 0.427
after global placement: 700 / 2.43 / 0.451
after CTS: 716 / 2.34 / 0.482
-- layer usage --
metal	part of all wire	wire, microns	vias up	GRT usage
met1	0.51	4830	1737	0.279
li1	-	-	1972	-
met3	0.042	403	8	0.0238
met5	0	0	-	0
met4	0.0099	94	0	0.0171
met2	0.44	4180	66	0.266
-- state kept, by name, summed over array words and instances, names as in the netlist --
| name | cells |
|---|---|
| greenMiddleSquareSpeed | 50 |
| score | 16 |
| greenMiddleSquareY | 10 |
| reset | 1 |
-- where the power goes --
group          leakage (uW)  switching, uW  internal [uW]  total, uW
logic               0.00121           19.1           25.3       44.4
registers          0.000618           10.9            410        421
clock network      0.000152            171            250        421
total               0.00198            201            685        886
-- worst reg2reg max path, stage by stage, from the launching register on --
cell and delay (ns):
dfxtp_1 0.51, nand3_1 0.23, nor2_1 0.45, and4_1 0.32
nand4_1 0.11, o21a_1 0.13, or4_1 0.51, or4_4 0.71
or2_1 0.45
-- kinds of logic (layout without fill, tap and decap cells) --
kind of cell               after synthesis  in the layout  share of synthesized area
muxes                                    3              3                    0.00653
adders and majority gates               23             23                     0.0626
other                                    1             31                   0.000816
and+or+nand+nor                        231            231                      0.292
buffers and inverters                   33             84                     0.0351
DFF                                     77             77                      0.392
xor gates and xnor gates                53             53                      0.101
AOI/OAI and AO/OA                       74             74                      0.110
-- placed cells by master, fill, tap and decap left out, types with 23 or more instances in the layout --
master            n
dfxtp_1          51
clkdlybuf4s50_1  46
nor2_1           42
nand3_1          38
xnor2_1          35
nand2_1          35
conb_1           31
nand4_1          26
edfxtp_1         26
ha_1             23
-- worst min-delay path by stage --
stage                          from                        end  slack (ns)  cells past startpoint
6_report                      reset                      reset        0.48                      1
5_1_grt   greenMiddleSquareSpeed[0]  greenMiddleSquareSpeed[0]        0.51                      1
4_1_cts                       reset                      reset        0.48                      1
Power is estimated from default activity; no workload was simulated.
